## /design/flow/config.mk

```make
export PLATFORM = sky130hd
export DESIGN_NAME = axi_fifo
export DESIGN_NICKNAME = axi_fifo
export VERILOG_FILES = /design/flow/design.v
export SDC_FILE = /design/flow/constraint.sdc
export NUM_CORES = 4
export LEC_CHECK = 1
export CORE_UTILIZATION = 50
```

## /design/flow/run.sh

```bash
#!/bin/bash
# OpenROAD 26Q1-2900-gdf79404cd8, Yosys 0.63+post, stock flow scripts
make -C /OpenROAD-flow-scripts/flow DESIGN_CONFIG=/design/flow/config.mk WORK_HOME=/design/flow/orfs finish
```

## /design/flow/design.v

```verilog
`default_nettype none
module axi_fifo #(
    parameter DATA_WIDTH = 8,
    parameter ELEMENTS   = 64
) (
    input wire clk,
    input wire areset_n,
    input wire s_axi_valid,
    input wire [DATA_WIDTH - 1 : 0] s_axi_data,
    output logic s_axi_ready,
    output logic [ELEMENTS - 1 : 0] o_fifo_data,
    output logic m_axi_valid,
    input wire m_axi_ready
);
  int wptr, rptr;
  logic [DATA_WIDTH - 1 : 0] fifo_array[0 : ELEMENTS - 1];
  typedef enum {
    RST,
    IDLE,
    DATA_IN,
    DATA_OUT,
    WAITING
  } state_t;
  state_t curr_state;
  state_t n_state;
  wire s_axi_rv_ok, m_axi_rv_ok;
  assign s_axi_rv_ok = (s_axi_valid && s_axi_ready) ? 1'b1 : 1'b0;
  assign m_axi_rv_ok = (m_axi_valid && m_axi_ready) ? 1'b1 : 1'b0;
  always_ff @(posedge clk) begin
    if (!areset_n) begin
      curr_state <= RST;
    end else begin
      curr_state <= n_state;
    end
    if (curr_state == RST) begin
      wptr <= 0;
      rptr <= 0;
      s_axi_ready <= 1'b0;
      m_axi_valid <= 1'b0;
    end
    if (curr_state == DATA_IN) begin
      s_axi_ready <= 1'b1;
      m_axi_valid <= 1'b0;
      if (s_axi_rv_ok) begin
        wptr <= wptr + 1;
        fifo_array[wptr] <= s_axi_data;
      end
    end
    if (curr_state == IDLE) begin
      s_axi_ready <= 1'b1;
      m_axi_valid <= 1'b0;
    end
    if (curr_state == WAITING) begin
      s_axi_ready <= 1'b0;
      m_axi_valid <= 1'b1;
    end
    if (curr_state == DATA_OUT) begin
      if (m_axi_rv_ok) begin
        rptr <= rptr + 1;
        for (int i = 0; i < ELEMENTS; i++) begin
          o_fifo_data[i] <= fifo_array[i][rptr];
        end
      end
    end
  end
  always_comb begin
    unique case (curr_state)
      RST: begin
        if (areset_n != 1'b0) n_state = RST;
        else n_state = IDLE;
      end
      IDLE: begin
        if (s_axi_valid) n_state = DATA_IN;
        else n_state = IDLE;
      end
      DATA_IN: begin
        if (s_axi_valid) begin
          if (wptr < ELEMENTS - 1) n_state = DATA_IN;
          else n_state = DATA_OUT;
        end else n_state = IDLE;
      end
      DATA_OUT: begin
        if (m_axi_ready) begin
          if (rptr < (DATA_WIDTH - 1)) n_state = DATA_OUT;
          else n_state = IDLE;
        end else n_state = WAITING;
      end
      WAITING: begin
        if (m_axi_ready) begin
          n_state = DATA_OUT;
        end else begin
          n_state = WAITING;
        end
      end
    endcase
  end
endmodule
```

## /design/flow/constraint.sdc

```tcl
current_design axi_fifo

set clk_period 13.1
set clk_io_pct 0.2

create_clock -name clk0 -period $clk_period [get_ports {clk}]

set non_clock_inputs [all_inputs -no_clocks]
set_input_delay [expr $clk_period * $clk_io_pct] -clock clk0 $non_clock_inputs
set_output_delay [expr $clk_period * $clk_io_pct] -clock clk0 [all_outputs]
```

==> flow_summary.toml <==
# generated from flow reports
[power]
p_comb_frac = 0.010
p_int_mw = 3.24
p_per_area_nw_per_um2 = 140
p_seq_frac = 0.556
power_mw = 4.02
swShare = 0.194
p_leak_nw = 8.86
clkPwrFrac = 0.433
ir_drop_v = 0.000103
power_switching_mw = 0.780

[global_route]
antenna_found_initial = 0
grt_overflow = 0
grt_max_degree = 52
grt_pass1_wl_um = 82200
grt_use_total = 0.247
first_global_vias = 13900

[critical_path]
r2r-start = "rptr[1]$_DFF_P_"
crit_type = "input port to register"
crit_chain = "clkdlybuf4s50_1 > nand3_1 > clkinv_2 > buf_4"
cp_slowest_stage_delay_ns = 0.69
worstSetupPathDepth = 4
startpoint = "m_axi_ready"
cp_slowest_cell = "clkinv_2"
cp_max_fo = 46
cp-end-kind = "register"
r2r_slack_ns = 9.63
endpoint = "o_fifo_data[41]$_DFFE_PP_"
rr_worst_depth = 6
start_kind = "input port"
required_ns = 13.31
crit_family = "buffers and inverters"
crit_buf_inv = 3
arrival_ns = 5.14
crit-reg2reg-capture = "rptr[27]$_DFF_P_"

[final_timing]
max_slew_margin = 0.450
max_freq_mhz = 203
finalCriticalPeriod_ns = 4.93
setup-tns-final_ns = 0
fin_skew_ns = 0.163
finalCritPeriodShare = 0.376
worst-slew-pin-transition_ns = 0.825
rsz0062_at_grt = "false"
finalHoldViolations = 0
drv_slew = 0
postLayoutSetupSlackWorst_ns = 8.17
setup_viol = 0

[final_layout]
fillCellCount = 3668
lay_top_count = "edfxtp_1"
fin_util = 0.582
drive_gt1_frac = 0.173
most-common-layout-cells = "edfxtp_1, nor2_1, mux4_2"
areaGrowthSynthToFinish_pct = 13.9

[drt]
viasPerCell = 5.85
wl_met2_um = 25900
antenna_left = 0
wl_met1_um = 19900
drt-total-wl_um = 54300
firstDrtPassIters = 5
diodes = 0
dr.first_iter.drc_count = 741
drcViolationCount = 0
routed.top_layer = "met5"
wl_per_cell_um = 24.4
num_vias = 13000
routed-wl-met3_um = 7550

[floorplanning]
io_pins = 78
fp-utilization = 0.511
fp.dieW_um = 226
dieHeight_um = 226
core_area_um2 = 49300
die_area_um2 = 51200
fp-row-count = 81

[run]
warnings = 25
maxCapViolations = 0

[place]
pre_cts_slack_ns = 7.59
portBuffers = 77
hpwl_um = 29900
place_congestion = 0.829

[logic_synthesis]
ys_cells = 1404
ys_area_um2 = 25200
synth-async-reset-ratio = 0
syn-instance-count = 1404
synth-edff-count = 576
syn_avg_cell_area_um2 = 17.9
synth_warnings = 1
ys.flops = 647
ys_seq_frac = 0.744
ys_types = 49
flop_cell = "edfxtp_1"
netlist_area_um2 = 25200

[cts]
cts-resized-gates = 0
post-cts-setup-buffers = 0
cts-root-buf = "clkbuf_16"
cts_sinks = 647
cts_max_path_buffers = 3
postCtsHoldBufs = 0
cts_buffers = 67
insertion_delay_ns = 0.58
cts_tree = "done"
clkTransAtPathRegs_ns = 0.06
htreeDepth = 3

[run_status]
status = "completed"

[hold_path]
min_path_type = "register to register"
min_path_cells = 1
-- cell usage after synthesis (all sizes together) (2+ instances only) --
cell type | instances | area (um2)
inv | 10 | 37.5
o21ai | 35 | 175
a41oi | 2 | 17.5
clkbuf | 48 | 180
and2 | 4 | 25.0
and4 | 3 | 26.3
o41ai | 3 | 26.3
or3b | 2 | 17.5
ha | 2 | 25.0
o31ai | 5 | 37.5
nand3 | 51 | 255
xor2 | 4 | 35.0
mux2i | 80 | 801
nand3b | 2 | 15.0
nand4 | 28 | 190
nor4 | 20 | 174
a32o | 5 | 50.1
edfxtp | 576 | 17300
a31o | 3 | 26.3
mux4 | 128 | 2880
or3 | 7 | 43.8
buf | 23 | 105
a31oi | 5 | 31.3
nor2 | 154 | 578
and3 | 17 | 106
or2 | 5 | 31.3
nor3 | 15 | 85.1
a21oi | 17 | 85.1
o211ai | 7 | 52.6
o32ai | 2 | 17.5
nand2 | 59 | 221
nor2b | 2 | 12.5
dfxtp | 71 | 1420
-- cell type report --
cell class	count	area [um2]	share of cell area
multi-input combinational	675	6110	0.213
timing repair buffer	107	956	0.0334
tap	664	831	0.0290
clock inverter	35	243	0.00847
clock buffer	85	1740	0.0609
inverter	11	42.5	0.00148
sequential	647	18700	0.654
-- sequential cells by signal, indices dropped and copies added, names as in the netlist --
name	count
wptr	32
rptr	32
o_fifo_data	64
s_axi_ready	1
curr_state	5
m_axi_valid	1
fifo_array	512
-- how the worst min path moves through the flow --
stage                              end             start
after CTS             rptr[29]$_DFF_P_  rptr[29]$_DFF_P_
after global routing  rptr[22]$_DFF_P_  rptr[22]$_DFF_P_
final                 rptr[29]$_DFF_P_  rptr[29]$_DFF_P_
-- worst register-to-register path, delay by kind of cell, from the launching register on --
kind	cells	cell delay (ns)
AOI/OAI and AO/OA	1	0.08
buffers and inverters	1	0.78
DFF	1	0.84
and+or+nand+nor	4	1.65
-- power by group through the flow --
stage                 combinational, mW  sequential (mW)  clock [mW]
after CTS                        0.0426             2.24        1.79
final                            0.0410             2.24        1.74
after global routing             0.0452             2.24        1.86
-- cell families after synthesis --
| kind of cell | count (synthesis) | synth area share |
|---|---|---|
| adders and majority gates | 2 | 0.000995 |
| buffers and inverters | 82 | 0.0130 |
| xor gates and xnor gates | 5 | 0.00174 |
| muxes | 208 | 0.146 |
| DFF | 647 | 0.744 |
| and+or+nand+nor | 373 | 0.0721 |
| AOI/OAI and AO/OA | 87 | 0.0216 |
-- per-layer routing --
metal | vias up | track usage
met2 | 723 | 0.352
met5 | - | 0.00880
li1 | 5839 | -
met3 | 60 | 0.156
met4 | 2 | 0.0388
met1 | 6389 | 0.363
-- metrics by stage --
| stage | cells | hold WS, ns | cell area [um2] |
|---|---|---|---|
| floorplan | 1404 | 0.445 | 25200 |
| global placement | 2104 | 0.472 | 26700 |
| detailed placement | 2104 | 0.471 | 26700 |
| CTS | 2224 | 0.496 | 28700 |
| global route | 2224 | 0.524 | 28700 |
| finish | 2224 | 0.499 | 28700 |
Power is estimated from default activity; no workload was simulated.
